===== flow/config.mk =====
export PLATFORM = sky130hd
export DESIGN_NAME = score_module
export DESIGN_NICKNAME = score_module
export VERILOG_FILES = /design/flow/design.v
export SDC_FILE = /design/flow/constraint.sdc
export NUM_CORES = 4
export LEC_CHECK = 1
export CORE_AREA = 10 10 79 79
export DIE_AREA = 0 0 89 89

===== flow/constraint.sdc =====
current_design score_module

set clk_period 4.1
set clk_io_pct 0.2

create_clock -name clk0 -period $clk_period [get_ports {clk}]

set non_clock_inputs [all_inputs -no_clocks]
set_input_delay [expr $clk_period * $clk_io_pct] -clock clk0 $non_clock_inputs
set_output_delay [expr $clk_period * $clk_io_pct] -clock clk0 [all_outputs]

===== flow/design.v =====
module score_module (action_type,score_local,max_score_local,clk,rst);
      input [1:0] action_type;
      input clk,rst;
      output reg [6:0] max_score_local;
      output reg [6:0] score_local;
      always @(posedge clk) begin
            if( rst==1'b1)  begin
                  score_local=7'b0000000;
            end
            else if( action_type ==2'b01) begin
                  if(score_local==max_score_local)
                      max_score_local=max_score_local+1;
                  score_local=score_local+1;
            end
            else if( action_type==2'b00) begin
                if( score_local>0)
                    score_local=score_local-1;
            end
            else begin
                  max_score_local=max_score_local;
                  score_local=score_local;
            end
      end
endmodule

===== flow/run.sh =====
#!/bin/bash
# OpenROAD 26Q1-2900-gdf79404cd8, Yosys 0.63+post, stock flow scripts
make -C /OpenROAD-flow-scripts/flow DESIGN_CONFIG=/design/flow/config.mk WORK_HOME=/design/flow/orfs finish

==> results.txt <==
run results: status finished clean, Post-Synthesis Cells 90, vias in the first global route 709, startpoint types input port, Die H 89 um, DR vias/cell 4.543, slew margin rel. 0.7483, Worst path max stage delay 0.62 ns, maxcap violations 0, Final Hold Viols 0, Inst Count DP 160, RSZ-0062 raised after global routing no, Die Size 7921 um2, Slowest-stage cell, CP clkdlybuf4s50_1, post-CTS setup buffers 0, n_diodes 0, CTS buffer count 3, CP Max Fanout 8, Non-Filler Instances 164, CTS resizes 0, Hold WC Path Type flop to flop, initial antenna violation count 0, row count 25, H-tree level count 1, layout cells sized above 1 0.09091, Final Cycle Share 0.7656, Cell area leaders edfxtp_1 23%, dfxtp_1 15%, xnor2_1 11%, ha_1 8.1%, nor4_4 4.6%, drt total wl 2011 um, I/O Pins 18, Cell Chain, Critical Path clkdlybuf4s50_1 -> nand2b_1 -> inv_1 -> fa_1 -> nand2b_1 -> a21oi_1 -> o22ai_1 -> mux2i_1 -> mux2_1, Top-area cell share 0.2264, WP data required 4.23 ns, drc violations 0, critical path data arrival time 3.27 ns, core area 4661 um2, WL/cell 12.26 um, pin count of the biggest net entering global routing 12, CTS tree done, IO Port Bufs 17, # clock sinks 14, Synth Seq Share 0.3774, drt first pass iters 4, Die W 89 um, CP Class input port to flop, CTS Root Cell clkbuf_8, Pleak 0.0004258 uW, Fmax 0.3186 GHz, clock latency (worst-skew pair) 0.24 ns, total gr overflow 0, max-slew violation count 0, Worst-path clk slew 0.06 ns, Worst Tran Pin Value 0.3764 ns, post-synth top area cell edfxtp_1, yosys stat chip area 928.4 um2, Post-DP HPWL 1590 um, Fin Setup TNS 0 ns, count of unique library cells instantiated by Yosys 35, min Tclk post-route 3.139 ns, via count 745, Post-Syn Area per Cell 10.32 um2, FF+latch count, synth 14, netlist area before placement 928.4 um2, Setup crit end kind flop, Fill cells 468, register area 350.3 um2, R2R setup slack 1.89 ns, global-route wire length before repair 3367 um, Log Warnings 25, CTS Buffer Depth 2, Cell Pwr Density 404.1 nW/um2, Ys Warns 1, peak supply drop 186.0 uV, Comb area 548.0 um2, Setup Skew 0.003678 ns, DRT iter0 DRCs 36, most frequent CP cell nand2b_1, Hold Buf Count CTS 0, fp util 0.1992, yosys stat cell total 90, RePlAce Congestion 0.8490, GRT Resource Usage Total 0.05225, # setup viols final 0, Layout area overhead 29.65%, post-route ant nets 0
==> stage by stage <==
step	setup WS [ns]	utilization	hold WS, ns	power, uW	area, um2
2_1_floorplan	1.561	-	0.5039	319.3	928.4
3_3_place_gp	0.7834	0.2486	0.5643	376.3	1159
3_5_place_dp	0.6986	0.2486	0.5764	377.4	1159
4_1_cts	0.9633	0.2583	0.5915	492.6	1204
5_1_grt	0.7603	0.2583	0.6115	524.2	1204
6_report	0.9612	0.2583	0.5877	486.4	1204
==> routing by layer <==
metal / GRT usage / vias to the layer above / routed length (um)
li1: - / 366 / -
met1: 0.07622 / 352 / 939
met2: 0.07247 / 23 / 856
met3: 0.01928 / 4 / 177
met4: 0.01012 / 0 / 39
met5: 0 / - / 0
==> sequential cells by signal, indices dropped and copies added (netlist names) <==
name             cells
max_score_local      7
score_local          7
==> layout make-up <==
type                    instances  share of cell area
well taps                      54             0.05613
clock buffers                   3             0.03430
clock inverters                 1            0.003119
flip-flops and latches         14              0.2911
multi-input cells              70              0.4553
inverters                       4             0.01247
repair buffers                 18              0.1476
==> worst max-delay path, delay by kind of cell <==
| family | cells | cell delay (ns) |
|---|---|---|
| buffers and inverters | 2 | 0.74 |
| AND/OR/NAND/NOR | 2 | 0.51 |
| AND-OR/OR-AND | 2 | 0.30 |
| adder cells (fa/ha/maj) | 1 | 0.40 |
| multiplexers | 2 | 0.50 |
==> power by group <==
group / total (uW) / switching (uW) / internal (uW)
registers: 198 / 36.2 / 162
logic: 175 / 72.7 / 102
clock network: 113 / 47.2 / 66.2
total: 486 / 156 / 330
==> layout by cell type (no fill, tap or decap), drive strengths merged, types with 2 or more instances in the layout <==
master / synthesis / final
nand3: 6 / 6
a211oi: 2 / 2
clkdlybuf4s50: 0 / 17
nor2b: 2 / 2
nand4: 2 / 2
o21ai: 3 / 3
nor2: 5 / 5
dfxtp: 7 / 7
xnor2: 12 / 12
edfxtp: 7 / 7
inv: 4 / 4
nand2: 5 / 5
a21oi: 7 / 7
nand2b: 3 / 3
clkbuf: 1 / 3
ha: 6 / 6
nor4: 2 / 2
==> Yosys cell counts <==
| cell | count |
|---|---|
| and3_1 | 1 |
| nor2_1 | 5 |
| edfxtp_1 | 7 |
| clkbuf_1 | 1 |
| xnor2_1 | 12 |
| mux2i_1 | 1 |
| mux2_1 | 1 |
| nand3b_1 | 1 |
| a21o_2 | 1 |
| inv_1 | 4 |
| dfxtp_1 | 7 |
| nand4_1 | 2 |
| a211oi_2 | 1 |
| nor3_1 | 1 |
| nand2_1 | 5 |
| or4b_1 | 1 |
| xor2_1 | 1 |
| nor4_4 | 2 |
| ha_1 | 6 |
| nand4b_1 | 1 |
| nand3_1 | 6 |
| o22ai_1 | 1 |
| a21oi_4 | 1 |
| fa_1 | 1 |
| a211oi_1 | 1 |
| a211o_1 | 1 |
| nor2b_1 | 2 |
| o21ai_0 | 2 |
| or2_2 | 1 |
| o21bai_1 | 1 |
| o211ai_1 | 1 |
| o21ai_1 | 1 |
| buf_6 | 1 |
| nand2b_1 | 3 |
| a21oi_1 | 6 |
==> cell families after synthesis <==
logic type,synth area share
compound gates,0.1294
simple gates,0.2129
buf+inv,0.03234
fa+ha+maj,0.1024
flops,0.3774
xor+xnor,0.1226
mux,0.02291
==> worst paths after layout <==
path	endpoint	from	depth (start not counted)
setup reg to reg	score_local[6]$_SDFFE_PP0P_	score_local[0]$_SDFFE_PP0P_	7
setup / recovery	score_local[6]$_SDFFE_PP0P_	action_type[1]	9
hold / removal	score_local[3]$_SDFFE_PP0P_	score_local[3]$_SDFFE_PP0P_	2
hold reg to reg	score_local[3]$_SDFFE_PP0P_	score_local[3]$_SDFFE_PP0P_	2
Power figures rest on the tool's default switching activity, not on a simulated workload.
