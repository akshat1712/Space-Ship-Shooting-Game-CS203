==> flow/config.mk <==
export PLATFORM = sky130hd
export DESIGN_NAME = Spaceship_LED_state
export DESIGN_NICKNAME = Spaceship_LED_state
export VERILOG_FILES = /design/flow/design.v
export SDC_FILE = /design/flow/constraint.sdc
export NUM_CORES = 4
export LEC_CHECK = 1
export CORE_AREA = 10 10 70 70
export DIE_AREA = 0 0 80 80
==> flow/constraint.sdc <==
current_design Spaceship_LED_state

set clk_period 1.8
set clk_io_pct 0.2

create_clock -name clk0 -period $clk_period [get_ports {Clk}]

set non_clock_inputs [all_inputs -no_clocks]
set_input_delay [expr $clk_period * $clk_io_pct] -clock clk0 $non_clock_inputs
set_output_delay [expr $clk_period * $clk_io_pct] -clock clk0 [all_outputs]
==> flow/design.v <==
`timescale 1ns / 1ps
module Spaceship_LED_state( default_state, out_state, Clk, rst);
  input [3:0] default_state;
  output reg [3:0] out_state;
  input Clk, rst;
  always @ (posedge Clk) begin
      if (rst)
            out_state<=default_state;
      else if(out_state==4'b1110)
            out_state<=4'b0010;
      else
            out_state<=out_state+2;
  end
endmodule
==> flow/run.sh <==
#!/bin/bash
# OpenROAD 26Q1-2900-gdf79404cd8, Yosys 0.63+post, stock flow scripts
make -C /OpenROAD-flow-scripts/flow DESIGN_CONFIG=/design/flow/config.mk WORK_HOME=/design/flow/orfs finish
==> flow_metrics.tcl <==
# flow metrics
set metrics [dict create \
    status "finished clean" \
    viasPerCell 2.093 \
    setup_viol 0 \
    worst-path-buf-inv 1 \
    logic_family "simple AND/OR/NAND/NOR gates" \
    numCtsBuffers 3 \
    synth.distinct_cells 11 \
    die_w_um 80 \
    antenna-diode-count 0 \
    drt_iter0_markers 25 \
    path_clk_slew_ns 0.04 \
    path_max_fanout 4 \
    top_register "out_state" \
    largest_reg_flops 4 \
    grt_use_met3 0.02273 \
    fin_util 0.1044 \
    drt-total-wl_um 540 \
    hold_class "reg -> reg" \
    mux_area_frac 0 \
    arrival_ns 1.11 \
    die-area_um2 6400 \
    initial_utilization 0.05348 \
    ios 10 \
    yosysWarnings 1 \
    synth_area_um2 182.7 \
    dpl_cell_area_um2 330.3 \
    end_kind "primary output" \
    io_buffers 9 \
    ys_area_um2 182.7 \
    slew_headroom 0.8839 \
    globalRouteMet1Util 0.02676 \
    total_power_mw 0.3017 \
    start_kind "flop" \
    drc 0 \
    grt_pass1_wl_um 931 \
    worstMarginPinSlew_ns 0.1736 \
    leakage_nw 0.1347 \
    yosys_cells 16 \
    first_pass_iters 2 \
    period_used_share 0.8151 \
    yosys.area_share.simple 0.2397 \
    synth-seq-cells 4 \
    grt_max_degree 6 \
    cp.depth 1 \
    hold_buffers 0 \
    path_cells "clkdlybuf4s50_1" \
    vias 157 \
    rsz0062_at_grt "no" \
    critPathRequiredTime_ns 1.44 \
    cpLargestDelayFamily "buffers and inverters" \
    largestRegisters "out_state (4)" \
    rows 21 \
    cts.repair.resized 0 \
    dp_hpwl_um 456.1 \
    tool_warnings 25 \
    clk_latency_ns 0.24 \
    worstHoldPathCells 1 \
    finalSetupTns_ns 0 \
    ys_sh_xor 0.04795 \
    postSynthSeqShare 0.4932 \
    avgSynthCellArea_um2 11.42 \
    ant_nets 0 \
    finalWeightedCongestion 0.7357 \
    track_usage 0.01926 \
    cts_sinks 4 \
    crit_type "reg -> out" \
    cpPeakStageDelay_ns 0.49 \
    cts_buffer_depth 2 \
    power_density_nw_per_um2 846.2 \
    area_growth_pct 95.21 \
    drt-wirelength-per-cell_um 7.200 \
    drive_above_1_share 0.1379 \
    met2_usage 0.01685 \
    ys_sh_adder 0.06849 \
    cts_setup_buffers 0 \
    first_global_vias 194 \
    grt_antenna_before_repair 0 \
    htree_levels 1 \
    rr_worst_depth 2 \
    synthCells 16 \
    slowest_stage "clkdlybuf4s50_1" \
    dieHeight_um 80 \
    peakVddDrop_mv 0.1336 \
    cts_tree "built" \
    skew_ns 0.009034 \
    final_cell_mix "clkdlybuf4s50_1 (9), and2_1 (3), clkbuf_4 (3), dfxtp_1 (3), a31o_1 (2)" \
    coreArea_um2 3416 \
    slew_viol_final 0 \
    cap_violations 0 \
    ys_sh_aoi 0.1301 \
    fin_crit_ns 1.467 \
    cts-root-buf "clkbuf_4" \
    fmax_ghz 0.6816 \
    global_route.peak_usage_layer "met1" \
    layout_top_cell "clkdlybuf4s50_1" \
    gr-total-overflow 0 \
    holdWs_ns 0.5405 \
    hold_violations 0 \
    stdcell_area_um2 356.6 \
]
## cell type report
| cell class | count | area, um^2 |
|---|---|---|
| fill | 405 | 3059 |
| sequential | 4 | 90.09 |
| timing repair buffer | 9 | 90.09 |
| multi-input combinational | 11 | 88.84 |
| tap | 46 | 57.56 |
| clock buffer | 4 | 26.28 |
| inverter | 1 | 3.754 |
## synthesized netlist by cell type (all sizes together)
master | n | area [um^2]
inv | 1 | 3.750
a31o | 2 | 17.52
xor2 | 1 | 8.760
nor2b | 1 | 6.260
nand4b | 1 | 15.01
and2 | 3 | 18.77
edfxtp | 1 | 30.03
a31oi | 1 | 6.260
dfxtp | 3 | 60.06
nand2 | 1 | 3.750
ha | 1 | 12.51
## logic make-up (layout without fill, tap and decap cells)
kind of cell | count (synthesis) | in the layout
simple gates | 6 | 6
compound gates | 3 | 3
fa+ha+maj | 1 | 1
xor+xnor | 1 | 1
buf+inv | 1 | 14
flops | 4 | 4
## report_power, final
| part | switching (mW) | internal, mW | leakage [nW] | total [mW] |
|---|---|---|---|---|
| logic | 0.0163 | 0.0445 | 0.0841 | 0.0608 |
| registers | 0.0124 | 0.106 | 0.0355 | 0.118 |
| clock network | 0.0395 | 0.0833 | 0.0150 | 0.123 |
## metal layers
metal / wire length, um / vias up
li1: - / 82
met1: 294 / 63
met2: 108 / 12
met3: 138 / 0
met4: 0 / 0
met5: 0 / -
## path summary, 6_finish.rpt
kind,endpoint,start,slack [ns]
worst max-delay path,out_state[1],out_state[1],0.33
worst min-delay path,out_state[1],out_state[1],0.54
worst max register to register,out_state[0],out_state[0],0.73
worst min register to register,out_state[1],out_state[1],0.54
## metrics by stage
stage	setup WS (ns)	cells
finish	0.3328	75
global route	0.2818	75
CTS	0.3177	75
detailed placement	0.3956	71
global placement	0.4491	71
floorplan	0.8457	16
Power and IR drop assume default switching activity.
